==> flow/design.v <==
`timescale 1ns / 1ps
module BaudGenerator #(parameter DVSOR=28)(
    input clk,
    input rst,
    output baud
    );
    localparam nbits=$clog2(DVSOR);
    reg [nbits-1:0]counter_reg;
    wire [nbits-1:0] counter_next;
    always@(posedge clk or posedge rst)
    begin
        if(rst)
        begin
            counter_reg<=0;
        end
        else
            counter_reg <= counter_next;
    end
    assign counter_next= (counter_reg==DVSOR)?  1'b0: counter_reg+1;
  assign baud=(counter_reg == DVSOR);
endmodule
==> flow/run.sh <==
#!/bin/bash
# OpenROAD 26Q1-2900-gdf79404cd8, Yosys 0.63+post, stock flow scripts
make -C /OpenROAD-flow-scripts/flow DESIGN_CONFIG=/design/flow/config.mk WORK_HOME=/design/flow/orfs finish
==> flow/config.mk <==
export PLATFORM = sky130hd
export DESIGN_NAME = BaudGenerator
export DESIGN_NICKNAME = BaudGenerator
export VERILOG_FILES = /design/flow/design.v
export SDC_FILE = /design/flow/constraint.sdc
export NUM_CORES = 4
export LEC_CHECK = 1
export CORE_AREA = 10 10 70 70
export DIE_AREA = 0 0 80 80
==> flow/constraint.sdc <==
current_design BaudGenerator

set clk_period 1.4
set clk_io_pct 0.2

create_clock -name clk0 -period $clk_period [get_ports {clk}]

set non_clock_inputs [all_inputs -no_clocks]
set_input_delay [expr $clk_period * $clk_io_pct] -clock clk0 $non_clock_inputs
set_output_delay [expr $clk_period * $clk_io_pct] -clock clk0 [all_outputs]
==> deck_impl_summary.md <==
Run Summary

Power
  • Internal: between 200 and 300 uW
  • Leak: 0.000198 uW
  • Switch Pwr: 54.5 uW
  • Clk pwr share: 51.3%
  • Switching part of the total: between 10% and 20%
  • Peak VDD IR: 0.000131 V
  • Reg power frac: about 47%
  • Power Density: 771 nW/um2
  • Gate power share: ~1.8%

Route
  • Post-route ant nets: 0
  • DRC Markers: 0
  • Uppermost routed layer: met3
  • Total number of vias: 197
  • WL met2: between 150 and 200 um
  • Wl on met1: roughly 250 um
  • Met3 wire length: about 60 um
  • Initial DRC count: 5
  • Via density: 2.46
  • WL final: 468 um
  • N_diodes: 0
  • Router iterations before antenna repair: 3
  • Drt wl/cell: 5.85 um

Die
  • Num rows: 21
  • Ports: 3
  • Core Box Area: 3420 um2
  • Starting Density: 7.25%
  • Die span in x: ~80 um
  • Die Y: 80 um
  • Chip area: 6400 um2

CTS
  • Clk latency late pin: 0.23 ns
  • CTS tree: yes
  • Worst-path clk slew: 0.04 ns
  • Htree depth: 1
  • Maximum clock path buffer count: 2
  • CTS Sinks: 5
  • Root Buffer: clkbuf_4
  • Total CTS buffers: 3

Yosys
  • Mapped Cells: 21
  • Yosys synthesis chip area: 248 um2
  • Yosys warning count: 1
  • Post-Synthesis Cell Area: approximately 250 um2
  • Yosys cell types: 13
  • Post-synthesis sequential area ratio: about half
  • #FFs+latches synth: 5
  • Average cell area after synthesis: 11.8 um2
  • Ys cells: 21

Final timing
  • Final count of hold timing violations: 0
  • Final setup fails: 0
  • Fin Hold WS: 0.248 ns
  • RSZ-0062 raised after global routing: yes
  • F_max: 722 MHz
  • Pins Over Slew Limit: 0
  • Clock skew: around 0.00033 ns
  • Slew HR: 87.8%
  • Final worst slack: 0.0157 ns
  • Cycle use final: ~100%
  • Tightest Pin Transition: 0.183 ns
  • Post-route minimum period: between 1 and 1.5 ns

Critical path
  • Crit end category: output port
  • Req. time, crit path: 1.12 ns
  • Peak per-stage delay on the critical path: 0.36 ns
  • CP Class: reg2out
  • Reg-to-reg slack, setup: 0.15 ns
  • Top cell family by delay on the critical path: flip-flops
  • Crit path launch type: register
  • WP buf/inv: 2
  • Worst Path Max Fanout: 2
  • Worst R2R Start: counter_reg[0]$_DFF_PP0_
  • Cells along the critical path: inv_1 > ha_2 > and4_1 > buf_2
  • Crit path from: counter_reg[1]$_DFF_PP0_
  • CP max stage cell: dfrtp_1
  • Worst Path Arrival: 1.10 ns

Layout
  • Area delta synth->final: 62.1%
  • Max reg flops: 5
  • Layout cell share with drive strength beyond 1: 38.2%
  • Post-Layout Cell Count: 80

Placement
  • Placed cells: 75
  • Buffers on Ports: 2
  • Detailed placer's ending HPWL: 370 um
  • Pre-CTS WS: -0.135 ns
  • Routability Congestion: 0.730

Global route
  • Gr usage total: 1.65%
  • Vias in the first global route: 184
  • Largest net degree at the start of global routing: 7
  • First-pass GRT wire length: 807 um
  • Gr ovfl total: 0
  • Antenna violations before repair: 0

Job
  • Max Cap Viol: 0
  • OpenROAD warnings: 28

Worst hold path
  • Worst hold path type: in2async

Outcome
  • Status: finished, final reports clean
## cells in the final DEF (no fill, tap or decap), types with 2 or more instances in the layout
cell / n
dfrtp_1: 5
clkbuf_4: 3
inv_1: 3
nor2b_1: 2
buf_4: 7
## final timing paths
| check | cells past startpoint | endpoint |
|---|---|---|
| setup / recovery | 4 | baud |
| max in group asynchronous | 2 | counter_reg[4]$_DFF_PP0_ |
| setup reg to reg | 4 | counter_reg[4]$_DFF_PP0_ |
| hold reg to reg | 2 | counter_reg[0]$_DFF_PP0_ |
| hold / removal | 2 | counter_reg[1]$_DFF_PP0_ |
| min in group clk0 | 2 | counter_reg[0]$_DFF_PP0_ |
## cell usage after synthesis (all sizes together)
library cell | number | area, um2
a211o | 1 | 8.76
o211ai | 1 | 7.51
a31oi | 1 | 6.26
nor2 | 1 | 3.75
a32o | 1 | 10.0
mux2 | 1 | 11.3
ha | 2 | 25.0
dfrtp | 5 | 125
inv | 3 | 11.3
a22oi | 1 | 7.51
nor2b | 2 | 12.5
and4 | 1 | 8.76
and4b | 1 | 10.0
## layout make-up
type / count / area [um2]
fillers: 395 / 3010
flip-flops and latches: 5 / 125
multi-input cells: 13 / 114
repair buffers: 9 / 67.6
well taps: 46 / 57.6
clock buffers: 4 / 26.3
inverters: 3 / 11.3
## logic make-up after synthesis
logic type | after synthesis | synth area share (%)
AOI/OAI and AO/OA | 5 | 16.2
adders and majority gates | 2 | 10.1
buffers and inverters | 3 | 4.55
DFF | 5 | 50.5
muxes | 1 | 4.55
and+or+nand+nor | 5 | 14.1
## worst register-to-register path, stage by stage (launching register included)
cell     delay [ns]
dfrtp_1        0.36
buf_4          0.15
ha_1           0.23
nor2b_1        0.14
a32o_1         0.25
## stage by stage
stage	power [uW]	area, um2	TNS, ns	util [%]
floorplan	149	248	0	-
global placement	153	370	-0.122	10.8
detailed placement	153	370	-0.135	10.8
CTS	319	402	-0.00664	11.8
global route	333	402	-0.0562	11.8
finish	310	402	0	11.8
## layer usage
metal / vias up / track usage [%]
li1: 104 / -
met1: 88 / 2.01
met2: 5 / 1.69
met3: 0 / 1.93
met4: 0 / 0.528
met5: - / 0
## power by group through the flow
stage     clock (uW)  combinational [uW]  sequential, uW
6_report         159                5.51             145
4_1_cts          168                5.86             145
5_1_grt          181                6.84             145
## repair_timing
action,4_1_cts,5_1_grt
pin swaps,1,1
setup buffers,1,0
setup endpoints to repair,1,1
hold buffers,0,0
cloned,0,0
gates resized,4,0
Power is estimated from default activity; no workload was simulated.
